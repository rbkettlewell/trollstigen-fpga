`/design/flow/run.sh`:
```
#!/bin/bash
# OpenROAD 26Q1-2900-gdf79404cd8, Yosys 0.63+post, stock flow scripts
make -C /OpenROAD-flow-scripts/flow DESIGN_CONFIG=/design/flow/config.mk WORK_HOME=/design/flow/orfs finish
```
`/design/flow/config.mk`:
```
export PLATFORM = sky130hd
export DESIGN_NAME = Majority
export DESIGN_NICKNAME = Majority
export VERILOG_FILES = /design/flow/design.v
export SDC_FILE = /design/flow/constraint.sdc
export NUM_CORES = 4
export LEC_CHECK = 1
export CORE_AREA = 10 10 70 70
export DIE_AREA = 0 0 80 80
```
`/design/flow/constraint.sdc`:
```
current_design Majority

set clk_period 1.8
set clk_io_pct 0.2

create_clock -name clk0 -period $clk_period [get_ports {gclk}]

set non_clock_inputs [all_inputs -no_clocks]
set_input_delay [expr $clk_period * $clk_io_pct] -clock clk0 $non_clock_inputs
set_output_delay [expr $clk_period * $clk_io_pct] -clock clk0 [all_outputs]
```
`/design/flow/design.v`:
```
module Majority(gclk, resetn,
	     hip7, hip6, hip5, hip4, hip3, hip2, hip1, hip0,
	     gpio15, gpio14, gpio13, gpio12, gpio11, gpio10,
	     gpio9, gpio8, gpio7, gpio6, gpio5, gpio4, gpio3,
	     gpio2, gpio1, gpio0);
input	gclk;
input	resetn;
input   hip7;
input 	hip6;
input 	hip5;
input 	hip4;
input	hip3;
input	hip2;
input	hip1;
input	hip0;
input 	gpio15;
input 	gpio14;
input 	gpio13;
input 	gpio12;
input 	gpio11;
input 	gpio10;
input 	gpio9;
output  gpio8;
input 	gpio7;
input 	gpio6;
input 	gpio5;
input 	gpio4;
input   gpio3;
input 	gpio2;
input 	gpio1;
input 	gpio0;
reg majorityOnes;
always @(posedge gclk)
begin
  majorityOnes <= (gpio7 + gpio6 + gpio5 +  gpio4 + gpio3 + gpio2 + gpio1 + gpio0) > 4;
end
assign gpio8 = majorityOnes;
endmodule
```
==> impl_metrics.ini <==
; flow metrics
[global_routing]
grt_pass1_vias = 183
antenna_found_initial = 0
grt_overflow = 0
grt.total_usage = 0.0153
grt_pass1_wl_um = 828
grt_max_degree = 3

[timing]
grt_setup_unrepaired = true
finalSetupViolations = 1
fmax_ghz = 0.326
postLayoutSetupSlackWorst_ns = -1.27
final_max_slew_viol_count = 0
period_used_share = 1.71
hold_viol_final = 0
worst-slew-pin-transition_ns = 0.163
maxSlewHeadroom = 0.891
period_needed_ns = 3.07

[min_path]
worst_hold_path_type = flop to primary output

[finish]
mi_logic_area_um2 = 155
fin_util = 0.112
syn_to_final_growth_pct = 79.5
drive_gt1_frac = 0.306
regMostFlops = majorityOnes
largest_reg_flops = 1
instances_no_fill = 82
fill_cells = 414
flop_area_um2 = 20.0
top_regs = majorityOnes: 1 flops
design_area_um2 = 384

[pwr]
p_per_area_mw_per_mm2 = 530
totalPowerFinal_w = 0.000204
leakagePower_nw = 0.186
vdd_drop_max_uv = 58.0

[placed_design]
dp_hpwl_um = 437
portBuffers = 9
dpl_cell_area_um2 = 387
pre_cts_ws_ns = -1.72
place_congestion = 0.686
dp.cells = 82

[floorplanning]
row_count = 21
floorplan.core_util = 0.0626
io_pins = 26
die_w_um = 80
die_y_um = 80
core_area_mm2 = 0.00342
dieArea_mm2 = 0.00640

[synth]
syn_avg_cell_area_um2 = 8.91
syn_area_um2 = 214
ys_warn_count = 1
syn_inst = 24
numSynthFlops = 1
yosys_area_um2 = 214
yosysUniqueCellTypes = 9
ys_cells = 24
synth_seq_share = 0.0936

[routing]
antenna_left = 0
drc_errors = 0
totalWireLength_um = 436
drt-initial-drc-count = 0
vias = 180
num_antenna_cells = 0
wl_per_cell_um = 5.32
viasPerCell = 2.20
drt_first_pass_iters = 1

[clock_tree]
cts_hold_buf = 0
clk_pin_slew_ns = 0

[setup_path]
end_kind = flop
required_ns = 1.68
crit_type = input port to flop
cp.arrival_ns = 2.95
path_max_fanout = 2
cp-start-kind = input port

[job]
warning_count = 47
cap_violations = 0

[outcome]
status = finished, violations left
violations = negative setup slack
==> report_power, final <==
group          switching [W]  internal, W  total [W]
Combinational      0.0000682     0.000100   0.000168
Sequential        0.00000245    0.0000328  0.0000353
Clock                      0            0          0
==> placed cells by master, fill, tap and decap left out, drive strengths merged, types with 3 or more instances in the layout <==
master,Yosys,routed
buf,0,6
fa,4,4
inv,11,11
ha,3,3
clkdlybuf4s50,0,6
==> cell type report <==
type                    count  share of cell area
flip-flops and latches      1              0.0521
inverters                  11               0.107
repair buffers             12               0.287
well taps                  46               0.150
multi-input cells          12               0.404
==> logic make-up after synthesis <==
family,share of synthesized area
AOI/OAI and AO/OA,0.0994
and+or+nand+nor,0.0644
adders and majority gates,0.550
buffers and inverters,0.193
DFF,0.0936
==> worst max-delay path, cell delays in order <==
cell and delay (ns):
buf_6 0.07, inv_2 0.03, fa_1 0.55, fa_1 0.43, fa_1 0.49, inv_1 0.04
ha_2 0.17, fa_1 0.45, nor2_2 0.11, o21ai_1 0.07, a21o_1 0.18
==> metrics by stage <==
step                      hold WS [ns]  TNS, ns
final                             1.03    -1.27
after global placement            1.05    -1.69
after floorplan                  0.618    -1.14
after global routing              1.07    -1.40
after CTS                         1.05    -1.36
after detailed placement          1.04    -1.72
==> per-layer routing <==
| metal | track usage | share of wire |
|---|---|---|
| met1 | 0.0187 | 0.36 |
| met2 | 0.0305 | 0.64 |
| met3 | 0 | 0.0023 |
| met4 | 0 | 0 |
| met5 | 0 | 0 |
==> repair_timing <==
| item | CTS | global route |
|---|---|---|
| cloned | 0 | 0 |
| pin swaps | 7 | 7 |
| setup buffers | 0 | 0 |
| resized | 11 | 2 |
| endpoints found under the setup margin | 1 | 1 |
==> cells in the mapped netlist, drive strengths merged <==
master	count	area [um^2]
o21ai	1	5.00
nor3b	1	7.51
fa	4	80.1
nor2	1	6.26
ha	3	37.5
inv	11	41.3
a21o	1	7.51
dfxtp	1	20.0
a21oi	1	8.76
==> final timing paths <==
| check | startpoint | endpoint | slack, ns | cells after the start |
|---|---|---|---|---|
| worst max-delay path | gpio6 | majorityOnes$_DFF_P_ | -1.27 | 11 |
| worst min-delay path | majorityOnes$_DFF_P_ | gpio8 | 1.03 | 1 |
