==> run.sh <==
#!/bin/bash
# OpenROAD 26Q1-2900-gdf79404cd8, Yosys 0.63+post, stock flow scripts
make -C /OpenROAD-flow-scripts/flow DESIGN_CONFIG=/design/flow/config.mk WORK_HOME=/design/flow/orfs finish
==> config.mk <==
export PLATFORM = sky130hd
export DESIGN_NAME = RowDecoder
export DESIGN_NICKNAME = RowDecoder
export VERILOG_FILES = /design/flow/design.v
export SDC_FILE = /design/flow/constraint.sdc
export NUM_CORES = 4
export LEC_CHECK = 1
export CORE_AREA = 10 10 112 112
export DIE_AREA = 0 0 122 122
==> constraint.sdc <==
current_design RowDecoder

set clk_period 7.3
set clk_io_pct 0.2

create_clock -name clk0 -period $clk_period

set non_clock_inputs [all_inputs -no_clocks]
set_input_delay [expr $clk_period * $clk_io_pct] -clock clk0 $non_clock_inputs
set_output_delay [expr $clk_period * $clk_io_pct] -clock clk0 [all_outputs]
==> design.v <==
module BlockDecoder(
    input [3:0] io_bAddr,
    output[8:0] io_bRow
);
  wire[8:0] T0;
  wire[8:0] T1;
  wire[8:0] T2;
  wire[8:0] T3;
  wire[8:0] T4;
  wire[8:0] T5;
  wire[8:0] T6;
  wire[8:0] T7;
  wire[8:0] T8;
  wire T9;
  wire T10;
  wire T11;
  wire T12;
  wire T13;
  wire T14;
  wire T15;
  wire T16;
  wire T17;
  wire T18;
  wire T19;
  wire T20;
  wire T21;
  wire T22;
  wire T23;
  wire T24;
  wire T25;
  wire T26;
  wire T27;
  wire T28;
  wire T29;
  wire T30;
  wire T31;
  wire T32;
  wire T33;
  wire T34;
  wire T35;
  wire T36;
  wire T37;
  wire T38;
  wire T39;
  wire T40;
  assign io_bRow = T0;
  assign T0 = T37 ? 9'h100 : T1;
  assign T1 = T33 ? 9'h80 : T2;
  assign T2 = T29 ? 9'h40 : T3;
  assign T3 = T25 ? 9'h20 : T4;
  assign T4 = T21 ? 9'h10 : T5;
  assign T5 = T17 ? 9'h8 : T6;
  assign T6 = T13 ? 9'h4 : T7;
  assign T7 = T10 ? 9'h2 : T8;
  assign T8 = T9 ? 9'h1 : 9'h0;
  assign T9 = io_bAddr == 4'h0;
  assign T10 = T12 & T11;
  assign T11 = io_bAddr == 4'h1;
  assign T12 = T9 ^ 1'h1;
  assign T13 = T15 & T14;
  assign T14 = io_bAddr == 4'h2;
  assign T15 = T16 ^ 1'h1;
  assign T16 = T9 | T11;
  assign T17 = T19 & T18;
  assign T18 = io_bAddr == 4'h3;
  assign T19 = T20 ^ 1'h1;
  assign T20 = T16 | T14;
  assign T21 = T23 & T22;
  assign T22 = io_bAddr == 4'h4;
  assign T23 = T24 ^ 1'h1;
  assign T24 = T20 | T18;
  assign T25 = T27 & T26;
  assign T26 = io_bAddr == 4'h5;
  assign T27 = T28 ^ 1'h1;
  assign T28 = T24 | T22;
  assign T29 = T31 & T30;
  assign T30 = io_bAddr == 4'h6;
  assign T31 = T32 ^ 1'h1;
  assign T32 = T28 | T26;
  assign T33 = T35 & T34;
  assign T34 = io_bAddr == 4'h7;
  assign T35 = T36 ^ 1'h1;
  assign T36 = T32 | T30;
  assign T37 = T39 & T38;
  assign T38 = io_bAddr == 4'h8;
  assign T39 = T40 ^ 1'h1;
  assign T40 = T36 | T34;
endmodule
module RowDecoder(
    input [5:0] io_rAddr,
    input [3:0] io_bAddr,
    output[8:0] io_gRows_18,
    output[8:0] io_gRows_17,
    output[8:0] io_gRows_16,
    output[8:0] io_gRows_15,
    output[8:0] io_gRows_14,
    output[8:0] io_gRows_13,
    output[8:0] io_gRows_12,
    output[8:0] io_gRows_11,
    output[8:0] io_gRows_10,
    output[8:0] io_gRows_9,
    output[8:0] io_gRows_8,
    output[8:0] io_gRows_7,
    output[8:0] io_gRows_6,
    output[8:0] io_gRows_5,
    output[8:0] io_gRows_4,
    output[8:0] io_gRows_3,
    output[8:0] io_gRows_2,
    output[8:0] io_gRows_1,
    output[8:0] io_gRows_0
);
  wire[3:0] T0;
  wire[3:0] T1;
  wire T2;
  wire T3;
  wire[3:0] T4;
  wire[3:0] T5;
  wire T6;
  wire T7;
  wire[3:0] T8;
  wire[3:0] T9;
  wire T10;
  wire T11;
  wire[3:0] T12;
  wire[3:0] T13;
  wire T14;
  wire T15;
  wire[3:0] T16;
  wire[3:0] T17;
  wire T18;
  wire T19;
  wire[3:0] T20;
  wire[3:0] T21;
  wire T22;
  wire T23;
  wire[3:0] T24;
  wire[3:0] T25;
  wire T26;
  wire T27;
  wire[3:0] T28;
  wire[3:0] T29;
  wire T30;
  wire T31;
  wire[3:0] T32;
  wire[3:0] T33;
  wire T34;
  wire T35;
  wire[3:0] T36;
  wire[3:0] T37;
  wire T38;
  wire T39;
  wire[3:0] T40;
  wire[3:0] T41;
  wire T42;
  wire T43;
  wire[3:0] T44;
  wire[3:0] T45;
  wire T46;
  wire T47;
  wire[3:0] T48;
  wire[3:0] T49;
  wire T50;
  wire T51;
  wire[3:0] T52;
  wire[3:0] T53;
  wire T54;
  wire T55;
  wire[3:0] T56;
  wire[3:0] T57;
  wire T58;
  wire T59;
  wire[3:0] T60;
  wire[3:0] T61;
  wire T62;
  wire T63;
  wire[3:0] T64;
  wire[3:0] T65;
  wire T66;
  wire T67;
  wire[3:0] T68;
  wire[3:0] T69;
  wire T70;
  wire T71;
  wire[3:0] T72;
  wire[3:0] T73;
  wire T74;
  wire T75;
  wire[8:0] BlockDecoder_io_bRow;
  wire[8:0] BlockDecoder_1_io_bRow;
  wire[8:0] BlockDecoder_2_io_bRow;
  wire[8:0] BlockDecoder_3_io_bRow;
  wire[8:0] BlockDecoder_4_io_bRow;
  wire[8:0] BlockDecoder_5_io_bRow;
  wire[8:0] BlockDecoder_6_io_bRow;
  wire[8:0] BlockDecoder_7_io_bRow;
  wire[8:0] BlockDecoder_8_io_bRow;
  wire[8:0] BlockDecoder_9_io_bRow;
  wire[8:0] BlockDecoder_10_io_bRow;
  wire[8:0] BlockDecoder_11_io_bRow;
  wire[8:0] BlockDecoder_12_io_bRow;
  wire[8:0] BlockDecoder_13_io_bRow;
  wire[8:0] BlockDecoder_14_io_bRow;
  wire[8:0] BlockDecoder_15_io_bRow;
  wire[8:0] BlockDecoder_16_io_bRow;
  wire[8:0] BlockDecoder_17_io_bRow;
  wire[8:0] BlockDecoder_18_io_bRow;
  assign T0 = T3 ? 4'ha : T1;
  assign T1 = T2 ? io_bAddr : io_bAddr;
  assign T2 = 6'h12 == io_rAddr;
  assign T3 = T2 ^ 1'h1;
  assign T4 = T7 ? 4'ha : T5;
  assign T5 = T6 ? io_bAddr : io_bAddr;
  assign T6 = 6'h11 == io_rAddr;
  assign T7 = T6 ^ 1'h1;
  assign T8 = T11 ? 4'ha : T9;
  assign T9 = T10 ? io_bAddr : io_bAddr;
  assign T10 = 6'h10 == io_rAddr;
  assign T11 = T10 ^ 1'h1;
  assign T12 = T15 ? 4'ha : T13;
  assign T13 = T14 ? io_bAddr : io_bAddr;
  assign T14 = 6'hf == io_rAddr;
  assign T15 = T14 ^ 1'h1;
  assign T16 = T19 ? 4'ha : T17;
  assign T17 = T18 ? io_bAddr : io_bAddr;
  assign T18 = 6'he == io_rAddr;
  assign T19 = T18 ^ 1'h1;
  assign T20 = T23 ? 4'ha : T21;
  assign T21 = T22 ? io_bAddr : io_bAddr;
  assign T22 = 6'hd == io_rAddr;
  assign T23 = T22 ^ 1'h1;
  assign T24 = T27 ? 4'ha : T25;
  assign T25 = T26 ? io_bAddr : io_bAddr;
  assign T26 = 6'hc == io_rAddr;
  assign T27 = T26 ^ 1'h1;
  assign T28 = T31 ? 4'ha : T29;
  assign T29 = T30 ? io_bAddr : io_bAddr;
  assign T30 = 6'hb == io_rAddr;
  assign T31 = T30 ^ 1'h1;
  assign T32 = T35 ? 4'ha : T33;
  assign T33 = T34 ? io_bAddr : io_bAddr;
  assign T34 = 6'ha == io_rAddr;
  assign T35 = T34 ^ 1'h1;
  assign T36 = T39 ? 4'ha : T37;
  assign T37 = T38 ? io_bAddr : io_bAddr;
  assign T38 = 6'h9 == io_rAddr;
  assign T39 = T38 ^ 1'h1;
  assign T40 = T43 ? 4'ha : T41;
  assign T41 = T42 ? io_bAddr : io_bAddr;
  assign T42 = 6'h8 == io_rAddr;
  assign T43 = T42 ^ 1'h1;
  assign T44 = T47 ? 4'ha : T45;
  assign T45 = T46 ? io_bAddr : io_bAddr;
  assign T46 = 6'h7 == io_rAddr;
  assign T47 = T46 ^ 1'h1;
  assign T48 = T51 ? 4'ha : T49;
  assign T49 = T50 ? io_bAddr : io_bAddr;
  assign T50 = 6'h6 == io_rAddr;
  assign T51 = T50 ^ 1'h1;
  assign T52 = T55 ? 4'ha : T53;
  assign T53 = T54 ? io_bAddr : io_bAddr;
  assign T54 = 6'h5 == io_rAddr;
  assign T55 = T54 ^ 1'h1;
  assign T56 = T59 ? 4'ha : T57;
  assign T57 = T58 ? io_bAddr : io_bAddr;
  assign T58 = 6'h4 == io_rAddr;
  assign T59 = T58 ^ 1'h1;
  assign T60 = T63 ? 4'ha : T61;
  assign T61 = T62 ? io_bAddr : io_bAddr;
  assign T62 = 6'h3 == io_rAddr;
  assign T63 = T62 ^ 1'h1;
  assign T64 = T67 ? 4'ha : T65;
  assign T65 = T66 ? io_bAddr : io_bAddr;
  assign T66 = 6'h2 == io_rAddr;
  assign T67 = T66 ^ 1'h1;
  assign T68 = T71 ? 4'ha : T69;
  assign T69 = T70 ? io_bAddr : io_bAddr;
  assign T70 = 6'h1 == io_rAddr;
  assign T71 = T70 ^ 1'h1;
  assign T72 = T75 ? 4'ha : T73;
  assign T73 = T74 ? io_bAddr : io_bAddr;
  assign T74 = 6'h0 == io_rAddr;
  assign T75 = T74 ^ 1'h1;
  assign io_gRows_0 = BlockDecoder_io_bRow;
  assign io_gRows_1 = BlockDecoder_1_io_bRow;
  assign io_gRows_2 = BlockDecoder_2_io_bRow;
  assign io_gRows_3 = BlockDecoder_3_io_bRow;
  assign io_gRows_4 = BlockDecoder_4_io_bRow;
  assign io_gRows_5 = BlockDecoder_5_io_bRow;
  assign io_gRows_6 = BlockDecoder_6_io_bRow;
  assign io_gRows_7 = BlockDecoder_7_io_bRow;
  assign io_gRows_8 = BlockDecoder_8_io_bRow;
  assign io_gRows_9 = BlockDecoder_9_io_bRow;
  assign io_gRows_10 = BlockDecoder_10_io_bRow;
  assign io_gRows_11 = BlockDecoder_11_io_bRow;
  assign io_gRows_12 = BlockDecoder_12_io_bRow;
  assign io_gRows_13 = BlockDecoder_13_io_bRow;
  assign io_gRows_14 = BlockDecoder_14_io_bRow;
  assign io_gRows_15 = BlockDecoder_15_io_bRow;
  assign io_gRows_16 = BlockDecoder_16_io_bRow;
  assign io_gRows_17 = BlockDecoder_17_io_bRow;
  assign io_gRows_18 = BlockDecoder_18_io_bRow;
  BlockDecoder BlockDecoder(
       .io_bAddr( T72 ),
       .io_bRow( BlockDecoder_io_bRow )
  );
  BlockDecoder BlockDecoder_1(
       .io_bAddr( T68 ),
       .io_bRow( BlockDecoder_1_io_bRow )
  );
  BlockDecoder BlockDecoder_2(
       .io_bAddr( T64 ),
       .io_bRow( BlockDecoder_2_io_bRow )
  );
  BlockDecoder BlockDecoder_3(
       .io_bAddr( T60 ),
       .io_bRow( BlockDecoder_3_io_bRow )
  );
  BlockDecoder BlockDecoder_4(
       .io_bAddr( T56 ),
       .io_bRow( BlockDecoder_4_io_bRow )
  );
  BlockDecoder BlockDecoder_5(
       .io_bAddr( T52 ),
       .io_bRow( BlockDecoder_5_io_bRow )
  );
  BlockDecoder BlockDecoder_6(
       .io_bAddr( T48 ),
       .io_bRow( BlockDecoder_6_io_bRow )
  );
  BlockDecoder BlockDecoder_7(
       .io_bAddr( T44 ),
       .io_bRow( BlockDecoder_7_io_bRow )
  );
  BlockDecoder BlockDecoder_8(
       .io_bAddr( T40 ),
       .io_bRow( BlockDecoder_8_io_bRow )
  );
  BlockDecoder BlockDecoder_9(
       .io_bAddr( T36 ),
       .io_bRow( BlockDecoder_9_io_bRow )
  );
  BlockDecoder BlockDecoder_10(
       .io_bAddr( T32 ),
       .io_bRow( BlockDecoder_10_io_bRow )
  );
  BlockDecoder BlockDecoder_11(
       .io_bAddr( T28 ),
       .io_bRow( BlockDecoder_11_io_bRow )
  );
  BlockDecoder BlockDecoder_12(
       .io_bAddr( T24 ),
       .io_bRow( BlockDecoder_12_io_bRow )
  );
  BlockDecoder BlockDecoder_13(
       .io_bAddr( T20 ),
       .io_bRow( BlockDecoder_13_io_bRow )
  );
  BlockDecoder BlockDecoder_14(
       .io_bAddr( T16 ),
       .io_bRow( BlockDecoder_14_io_bRow )
  );
  BlockDecoder BlockDecoder_15(
       .io_bAddr( T12 ),
       .io_bRow( BlockDecoder_15_io_bRow )
  );
  BlockDecoder BlockDecoder_16(
       .io_bAddr( T8 ),
       .io_bRow( BlockDecoder_16_io_bRow )
  );
  BlockDecoder BlockDecoder_17(
       .io_bAddr( T4 ),
       .io_bRow( BlockDecoder_17_io_bRow )
  );
  BlockDecoder BlockDecoder_18(
       .io_bAddr( T0 ),
       .io_bRow( BlockDecoder_18_io_bRow )
  );
endmodule
==> run notes <==
Implementation progress

The flow ran to the end, and the final reports show no timing, DRC or antenna violations. The tally of nets with antenna violations remaining after routing stands at 0. The largest total area in the synthesized netlist belongs to sky130_fd_sc_hd__nor3_1. The placement stage leaves a total instance area of 3390 µm².

Sequential elements use 0% of the synthesized area. The starting density of the core stands at 16.6%. For met3 alone, demand over resource in global routing was 3.66%. The synthesized netlist devotes 0% of its cell area to compound gates. The number of antenna violations at the first check in global routing is 0. Global routing consumed, on the met2 layer, 23.6% of the routing resources. The setup path with the least slack is of type in2out. The launch point of the critical path was reported as io_bAddr[0]. The synthesis area per yosys stands at 1700 µm².

The maximum vdd drop stands at 0.0000171 V. The via count stands at 2456. The region available for standard cell placement spans 10200 µm². The reported max-cap violation count stands at 0. The die footprint stands at 14900 µm². The number of unique standard cell types used by synthesis stands at 14. On met1, the global router reports a usage of 16.9%.

The yosys warning tally stands at 0. The first routing iteration left 161 violations. In this run the biggest area consumer among cell types represents 37.1% of the synthesized area. Measured along the x axis, the die boundary spans 122 µm.

The arrival time of data at the worst endpoint is listed as 3.78 ns. The final layout report lists a clock buffer count of 0. The hold-fix buffer count after cts stands at 0. In this build the clock could be raised as far as 191 MHz. From synthesis to final layout, the design area changed by 99.4%. A synthesized cell averages 6.41 µm². The floorplan step set the die height to 122 µm. The quantity of gates resized following cts stands at 0.

The final weighted congestion in routability-driven placement stands at 0.770. STA classifies the critical path endpoint as a primary output. The data required time reported for the critical path is 5.84 ns. Of the cells placed in the final design, the portion with a size suffix greater than 1 is 17.1%. In the layout the commonest cells are sky130_fd_sc_hd__clkdlybuf4s50_1, sky130_fd_sc_hd__nor3_1, sky130_fd_sc_hd__nor3_2, sky130_fd_sc_hd__buf_4, sky130_fd_sc_hd__or4b_1. After detailed routing, the average wire length per cell comes to 20.9 µm. The max-slew violation count stands at 0. The global-route wire length before repair stands at 15500 µm. Entering global routing, the biggest net connects 37 pins.

Leaving out fill and tap cells, the most frequent cell in the layout is sky130_fd_sc_hd__clkdlybuf4s50_1. The critical path ends at io_gRows_8[2]. After legalization and detailed placement, the total HPWL measured 8210 µm.

In this run the core area contains 37 standard-cell rows. The routed wire length stands at 11000 µm. Checking max transition, the worst relative margin is 62.1%.

The total standard cell area after synthesis stands at 1700 µm². The count of port buffers added during placement stands at 181. The residual DRC count stands at 0. The number of hold-slack violations in the final timing report stands at 0.

0 antenna diodes ended up in the layout. The number of cells produced by synthesis stands at 265. Grouping non-sequential cells by family puts the most area in simple AND/OR/NAND/NOR gates.

The aggregate global-route resource usage stands at 13.4%. The part of the cycle the worst path needs stands at 71.8%. In this run, the synthesized area fraction spent on and/or/nand/nor cells is recorded as 74.3%. Per the synthesis report, the adder-cell share of the synthesized area is 0%. Once the clock tree was built, the setup fixing pass inserted 0 buffers. The total grt overflow stands at 0. In this run, the synthesized area fraction spent on xor and xnor cells is recorded as 0%. The clock period minus final worst setup slack stands at 5.24 ns. STA classifies the critical path startpoint as an input port.

The setup slack after placement stands at 2.05 ns. The I/O pin count stands at 181. The total iterations of the first detailed-routing run stands at 4. Summed over all cells, the static leakage comes to 0.774 nW. The post-synthesis cell count from yosys stands at 265.

The area of all placed cells without fillers stands at 3390 µm². The minimum hold slack stands at 4.12 ns. The critical path in the final layout is reported with a setup slack of 2.06 ns. Sequential cells placed in the final layout were counted as 0. The tightest min-delay check is of the in2out type. Setup violations remaining at the end of the flow were counted as 0.

Setup repair after global routing left no endpoint under its margin. Max fanout on the critical path was recorded as 12. The logs give a warning total of 32. Sorting the synthesized cells by area gives the leading types as sky130_fd_sc_hd__nor3_1, sky130_fd_sc_hd__nor3_2, sky130_fd_sc_hd__buf_4. The filler cells instantiated in the layout total 1055.

The global routing stage identified its most utilized layer as met2. The per-cell via count in the routed design stands at 4.66. The total power density per cell area stands at 16.9 nW/µm².

The post-synthesis mux area share stands at 0%. Looking at the max-slew report, the worst-margin pin has a slew of 0.565 ns. The final total negative setup slack stands at 0 ns. The number of global-route vias before repair was 2222. The area taken by flip-flops and latches stands at 0 µm².
==> cells in the mapped netlist <==
master / count
sky130_fd_sc_hd__nand2_1: 1
sky130_fd_sc_hd__clkbuf_1: 11
sky130_fd_sc_hd__nor3_2: 45
sky130_fd_sc_hd__nor3_1: 126
sky130_fd_sc_hd__or4_1: 2
sky130_fd_sc_hd__buf_6: 8
sky130_fd_sc_hd__nand2b_1: 4
sky130_fd_sc_hd__buf_4: 21
sky130_fd_sc_hd__nand4b_1: 1
sky130_fd_sc_hd__buf_2: 19
sky130_fd_sc_hd__nand4bb_1: 4
sky130_fd_sc_hd__or4b_1: 7
sky130_fd_sc_hd__buf_1: 14
sky130_fd_sc_hd__or2_2: 2
==> layer usage <==
layer | share of wire [%] | vias up
met3 | 12 | 0
met2 | 48 | 140
met4 | 0 | 0
met5 | 0 | -
li1 | - | 1191
met1 | 40 | 1125
==> kinds of logic (layout without fill, tap and decap cells) <==
family / Yosys count / in the layout
buf+inv: 73 / 199
simple gates: 192 / 192
==> how the worst min path moves through the flow <==
stage	endpoint	slack, ns	startpoint	depth (start not counted)
after CTS	io_gRows_7[0]	4.11	io_rAddr[0]	4
final	io_gRows_7[0]	4.12	io_rAddr[0]	4
after global routing	io_gRows_7[0]	4.18	io_rAddr[0]	4
==> area by class of cell <==
cell class,instances,area (µm²),share of cell area [%]
multi-input cells,192,1270,37.5
well taps,136,170,5.03
repair buffers,199,1950,57.5
==> report_power, final <==
group	switching, mW	total (mW)	internal (mW)	leakage (nW)
Sequential	0	0	0	0
Clock	0	0	0	0
Combinational	0.0423	0.0572	0.0149	0.774
==> critical path: stages <==
cell,delay [ns]
sky130_fd_sc_hd__clkdlybuf4s50_1,0.52
sky130_fd_sc_hd__or4b_1,0.75
sky130_fd_sc_hd__buf_4,0.28
sky130_fd_sc_hd__nor3_2,0.24
sky130_fd_sc_hd__clkdlybuf4s50_1,0.52
==> stage by stage <==
stage                     power (mW)  std cells  utilization [%]
after global routing          0.0619        527             33.1
after floorplan               0.0368        265                -
after global placement        0.0568        527             33.1
after detailed placement      0.0577        527             33.1
final                         0.0572        527             33.1
after CTS                     0.0579        527             33.1
Power is estimated from default activity; no workload was simulated.
