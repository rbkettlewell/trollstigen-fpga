**design/flow/config.mk**
```make
export PLATFORM = sky130hd
export DESIGN_NAME = Combinational
export DESIGN_NICKNAME = Combinational
export VERILOG_FILES = /design/flow/design.v
export SDC_FILE = /design/flow/constraint.sdc
export NUM_CORES = 4
export LEC_CHECK = 1
export CORE_AREA = 10 10 70 70
export DIE_AREA = 0 0 80 80
```
**design/flow/constraint.sdc**
```tcl
current_design Combinational

set clk_period 13.2
set clk_io_pct 0.2

create_clock -name clk0 -period $clk_period

set non_clock_inputs [all_inputs -no_clocks]
set_input_delay [expr $clk_period * $clk_io_pct] -clock clk0 $non_clock_inputs
set_output_delay [expr $clk_period * $clk_io_pct] -clock clk0 [all_outputs]
```
**design/flow/design.v**
```verilog
module Combinational(
    io_x,
    io_y,
    io_z
);
  input [15:0] io_x;
  input [15:0] io_y;
  output [15:0] io_z;
  wire [15:0] io_x, io_y, io_z;
  assign io_z = io_x + io_y;
endmodule
```
**design/flow/run.sh**
```bash
#!/bin/bash
# OpenROAD 26Q1-2900-gdf79404cd8, Yosys 0.63+post, stock flow scripts
make -C /OpenROAD-flow-scripts/flow DESIGN_CONFIG=/design/flow/config.mk WORK_HOME=/design/flow/orfs finish
```
==> results.sh <==
# physical design summary
export IMPL_status="finished, final reports clean"
export IMPL_grt_usage_pct=7.52
export IMPL_yosysWarningCount=0
export IMPL_rsz0062_at_grt="no"
export IMPL_vias=889
export IMPL_antenna_left=0
export IMPL_combPwrFrac_pct=100.0
export IMPL_switchingPower_mw=0.0231
export IMPL_drt_first_pass_iters=6
export IMPL_area_leaders="ha_1 26%, xnor2_1 12%, a21oi_1 12%"
export IMPL_syn_inst=98
export IMPL_warnings=32
export IMPL_grt_max_degree=7
export IMPL_ys_area_um2=724
export IMPL_clockBufferCount=0
export IMPL_gp_congestion=0.850
export IMPL_ys_cells=98
export IMPL_wl_um=2400
export IMPL_fin_tns_setup_ns=0
export IMPL_p_leak_nw=0.501
export IMPL_die_h_um=80
export IMPL_common_cells="17 x a21oi_1, 15 x ha_1, 10 x xnor2_1"
export IMPL_cts_resized_gates=0
export IMPL_final_seq_area_um2=0
export IMPL_hold_buffers=0
export IMPL_grt_first_pass_wirelength_um=4130
export IMPL_post_cts_buffers=0
export IMPL_hpwl_um=2210
export IMPL_remaining_drc_errors=0
export IMPL_wl_per_cell_um=12.5
export IMPL_whs_ns=6.31
export IMPL_finalNonFillerCells=192
export IMPL_yosysTopAreaCell="ha_1"
export IMPL_cp_required_ns=10.56
export IMPL_drt_initial_drc_count=29
export IMPL_p_sw_share_pct=36.4
export IMPL_clkPwrFrac_pct=0
export IMPL_fin_crit_ns=7.94
export IMPL_worstHoldPathType="in2out"
export IMPL_maxCapViolCount=0
export IMPL_fin_crit_sh_pct=60.1
export IMPL_die_w_um=80
export IMPL_fmax_mhz=126
export IMPL_crit_path_end_kind="output pin"
export IMPL_maxSlewViolCount=0
export IMPL_synth_distinct_cells=27
export IMPL_ir_drop_mv=0.0134
export IMPL_dp_cells=192
export IMPL_grt_pass1_vias=930
export IMPL_fp_util_pct=21.2
export IMPL_synth_avg_cell_area_um2=7.39
export IMPL_p_int_mw=0.0404
export IMPL_worstSetupPathType="in2out"
export IMPL_hold_viol=0
export IMPL_via_per_inst=4.63
export IMPL_pin_count=48
export IMPL_dieArea_um2=6400
export IMPL_drive_gt1_share_pct=2.74
export IMPL_num_rows=21
export IMPL_areaGrowthSynthToFinish_pct=74.3
export IMPL_tightest_slew_ns=0.420
export IMPL_ff_count=0
export IMPL_cp_start_kind="primary input"
export IMPL_cp_max_fo=3
export IMPL_ys_seq_share_pct=0
export IMPL_setup_viol=0
export IMPL_p_per_area_nw_per_um2=50.3
export IMPL_top_area_share_pct=25.9
export IMPL_num_antenna_cells=0
export IMPL_most_common_cell="a21oi_1"
export IMPL_numPortBuffers=48
export IMPL_core_area_um2=3420
export IMPL_pwr_share_seq_pct=0
export IMPL_antenna_found_initial=0
export IMPL_synthesis_area_um2=724
export IMPL_overflow=0
export IMPL_crit_arrival_ns=5.30
export IMPL_max_slew_margin_pct=71.7
critical path, cell delays in order:
cell and delay [ns]:
clkdlybuf4s50_1 0.40, ha_1 0.22, fa_1 0.40, a21o_2 0.25, a311oi_2 0.35, nor3_1 0.14, o41ai_2 0.25, xnor2_1 0.16
clkdlybuf4s50_1 0.49
cell type report:
class,count,area [µm²]
inverters,3,11.3
repair buffers,48,480
well taps,46,57.6
multi-input cells,95,713
fillers,356,2150
through the flow:
stage	util, %	cell area, µm²	worst slack [ns]	power [mW]
2_1_floorplan	-	724	6.31	0.0284
3_3_place_gp	37.0	1260	5.25	0.0644
3_5_place_dp	37.0	1260	5.23	0.0646
4_1_cts	37.0	1260	5.23	0.0650
5_1_grt	37.0	1260	5.07	0.0716
6_report	37.0	1260	5.26	0.0635
layout by cell type (no fill, tap or decap), drive strengths merged:
cell type | Yosys | layout
clkdlybuf4s50 | 0 | 48
a21oi | 17 | 17
ha | 15 | 15
xnor2 | 10 | 10
nand2 | 9 | 9
o21ai | 8 | 8
xor2 | 5 | 5
nand3 | 4 | 4
inv | 3 | 3
nor3 | 3 | 3
o211ai | 3 | 3
a21o | 3 | 3
nor2b | 2 | 2
o21bai | 2 | 2
nor2 | 2 | 2
a311oi | 2 | 2
o22ai | 1 | 1
and3 | 1 | 1
a31oi | 1 | 1
nor3b | 1 | 1
a211oi | 1 | 1
or2 | 1 | 1
mux2i | 1 | 1
o41ai | 1 | 1
a211o | 1 | 1
fa | 1 | 1
cells by family (layout without fill, tap and decap cells):
logic type | after synthesis | count (layout) | synth area share (%)
buf+inv | 3 | 51 | 1.55
simple gates | 23 | 23 | 15.0
compound gates | 40 | 40 | 35.2
fa+ha+maj | 16 | 16 | 28.7
xor+xnor | 15 | 15 | 18.1
mux | 1 | 1 | 1.38
per-layer routing:
metal | share of wire, % | GRT usage, % | vias to the layer above
met3 | 7.6 | 1.48 | 0
met4 | 0 | 0 | 0
li1 | - | - | 468
met2 | 45 | 12.4 | 29
met1 | 48 | 10.5 | 392
met5 | 0 | 0 | -
power groups by stage:
stage	Clock, mW	Combinational, mW	Sequential (mW)
after CTS	0	0.0650	0
final	0	0.0635	0
after global routing	0	0.0716	0
final timing paths:
kind | start | endpoint | slack [ns] | cells after the start
hold / removal | io_y[0] | io_z[0] | 6.31 | 3
setup / recovery | io_x[0] | io_z[12] | 5.26 | 9
Power and IR drop assume default switching activity.
